<file path="/design/flow/config.mk">
export PLATFORM = sky130hd
export DESIGN_NAME = exregister
export DESIGN_NICKNAME = exregister
export VERILOG_FILES = /design/flow/design.v
export SDC_FILE = /design/flow/constraint.sdc
export NUM_CORES = 4
export LEC_CHECK = 1
export CORE_AREA = 10 10 296 296
export DIE_AREA = 0 0 306 306
</file>
<file path="/design/flow/constraint.sdc">
current_design exregister

set clk_period 1.0
set clk_io_pct 0.2

create_clock -name clk0 -period $clk_period [get_ports {clk}]

set non_clock_inputs [all_inputs -no_clocks]
set_input_delay [expr $clk_period * $clk_io_pct] -clock clk0 $non_clock_inputs
set_output_delay [expr $clk_period * $clk_io_pct] -clock clk0 [all_outputs]
</file>
<file path="/design/flow/design.v">
module exregister (
  input  wire        clk,
  input  wire        reset,
  input  wire [63:0] pcid_out,
  input  wire [63:0] readdata1ex,
  input  wire [63:0] readdata2ex,
  input  wire [63:0] imm_data,
  input  wire [4:0]  rd,
  input  wire [4:0]  rs1,
  input  wire [4:0]  rs2,
  input  wire [31:0] instruction_idout,
  input  wire        branch,
  input  wire        memread,
  input  wire        memtoreg,
  input  wire        memwrite,
  input  wire        alusrc_in,
  input  wire        regwrite,
  input  wire [1:0]  aluop_in,
  output reg  [63:0] pcid_exout,
  output reg  [63:0] readdata1ex_out,
  output reg  [63:0] readdata2ex_out,
  output reg  [63:0] imm_data_exout,
  output reg  [4:0]  rs1_ex,
  output reg  [4:0]  rs2_ex,
  output reg  [4:0]  rd_ex,
  output reg  [3:0]  instruction_id_exout,
  output reg         branch_exout,
  output reg         memread_exout,
  output reg         memtoreg_exout,
  output reg         memwrite_exout,
  output reg         alusrc,
  output reg         regwrite_exout,
  output reg  [1:0]  aluop
);
  always @(posedge clk or posedge reset) begin
    if (reset) begin
      pcid_exout           <= 64'b0;
      readdata1ex_out      <= 64'b0;
      readdata2ex_out      <= 64'b0;
      imm_data_exout       <= 64'b0;
      rs1_ex               <= 5'b0;
      rs2_ex               <= 5'b0;
      rd_ex                <= 5'b0;
      instruction_id_exout <= 4'b0;
      branch_exout         <= 1'b0;
      memread_exout        <= 1'b0;
      memtoreg_exout       <= 1'b0;
      memwrite_exout       <= 1'b0;
      alusrc               <= 1'b0;
      regwrite_exout       <= 1'b0;
      aluop                <= 2'b0;
    end else begin
      pcid_exout           <= pcid_out;
      readdata1ex_out      <= readdata1ex;
      readdata2ex_out      <= readdata2ex;
      imm_data_exout       <= imm_data;
      rs1_ex               <= rs1;
      rs2_ex               <= rs2;
      rd_ex                <= rd;
      instruction_id_exout <= {instruction_idout[30], instruction_idout[14:12]};  
      branch_exout         <= branch;
      memread_exout        <= memread;
      memtoreg_exout       <= memtoreg;
      memwrite_exout       <= memwrite;
      alusrc               <= alusrc_in;
      regwrite_exout       <= regwrite;
      aluop                <= aluop_in;
    end
  end
endmodule
</file>
<file path="/design/flow/run.sh">
#!/bin/bash
# OpenROAD 26Q1-2900-gdf79404cd8, Yosys 0.63+post, stock flow scripts
make -C /OpenROAD-flow-scripts/flow DESIGN_CONFIG=/design/flow/config.mk WORK_HOME=/design/flow/orfs finish
</file>
==> results.sh <==
# physical design summary
export IMPL_critPathLaunchType="register"
export IMPL_crit_required_ns=0.80
export IMPL_swShare_pct=21.0
export IMPL_yosysChipArea_um2=7090
export IMPL_drcViolationCount=0
export IMPL_syn_area_per_cell_um2=24.9
export IMPL_grt_pass1_vias=5528
export IMPL_worstMarginPinSlew_ns=0.208
export IMPL_p_int_mw=19.1
export IMPL_wire_per_inst_um=13.4
export IMPL_violations="setup timing"
export IMPL_syn_area_um2=7090
export IMPL_yosysWarnings=1
export IMPL_status="complete, but fails checks"
export IMPL_pwr_share_clk_pct=41.3
export IMPL_fmax_mhz=785
export IMPL_crit_chain="buf_2"
export IMPL_irDropWorstVdd_mv=1.41
export IMPL_period_used_pct=127
export IMPL_critPathArrivalTime_ns=1.07
export IMPL_syn_instance_count=284
export IMPL_overflow=0
export IMPL_grt_util_all_layers_pct=5.48
export IMPL_p_sw_mw=5.07
export IMPL_use_met3_pct=3.40
export IMPL_antenna_found_initial=7
export IMPL_cts_tree="yes"
export IMPL_dp_hpwl_um=22400
export IMPL_initCoreUtil_pct=8.77
export IMPL_dpl_instance_area_um2=14400
export IMPL_area_growth_syn_to_layout_pct=96.7
export IMPL_p_seq_share_pct=50.3
export IMPL_logic_gate_count=0
export IMPL_ant_nets=0
export IMPL_grt_busiest_layer="met2"
export IMPL_cpPeakStageDelay_ns=0.38
export IMPL_fin_setup_tns_ns=-66.13
export IMPL_yosys_cell_types_count=2
export IMPL_crit_type="register to output port"
export IMPL_endpoint_kind="output port"
export IMPL_finalSetupViolations=283
export IMPL_rsz0062_at_grt="true"
export IMPL_drive_gt1_share_pct=38.0
export IMPL_leakage_nw=6.15
export IMPL_die_x_um=306
export IMPL_htreeDepth=1
export IMPL_layoutNonFillerInstCount=2000
export IMPL_numCtsBuffers=29
export IMPL_period_needed_ns=1.27
export IMPL_die_h_um=306
export IMPL_clk_pin_slew_ns=0.06
export IMPL_clock_sinks=283
export IMPL_synth_flops=283
export IMPL_place_gp_congestion=0.811
export IMPL_clock_path_buffers=3
export IMPL_maxCapViolCount=0
export IMPL_grt_pass1_wl_um=38400
export IMPL_slew_viol_final=0
export IMPL_combPwrFrac_pct=8.4
export IMPL_pwr_density_cell_nw_per_um2=1740
export IMPL_whs_ns=0.0605
export IMPL_log_warning_count=56
export IMPL_placed_cells=1939
export IMPL_met2_usage_pct=9.46
export IMPL_firstDrtPassIters=4
export IMPL_vias=4915
export IMPL_slowest_stage="dfrtp_1"
export IMPL_logic_area_um2=0
export IMPL_lay_top_count="clkdlybuf4s50_1"
export IMPL_io_pins=596
export IMPL_path_max_fanout=1
export IMPL_die_area_um2=93600
export IMPL_rows=104
export IMPL_fin_ws_ns=-0.273
export IMPL_layout_top_cells="clkdlybuf4s50_1 (284), dfrtp_1 (283), buf_2 (282)"
export IMPL_crit_family="flip-flops"
export IMPL_crit_buf_inv=1
export IMPL_grtUsageMet1_pct=5.40
export IMPL_drt_wl_total_um=26900
export IMPL_stdcell_area_um2=13900
export IMPL_port_buffer_count=567
export IMPL_drt_vias_per_instance=2.46
export IMPL_core_area_um2=80800
export IMPL_worst_slew_margin_rel_pct=86.1
export IMPL_finalHoldViolCount=0
export IMPL_postCtsSetupRepairBufs=0
export IMPL_root_buffer="clkbuf_16"
export IMPL_ys_seq_share_pct=99.9
export IMPL_dp_slack_ns=-0.0946
export IMPL_hold_path_class="input pin to register"
export IMPL_drtIter0Drc=168
export IMPL_ys_cells=284
export IMPL_grt_max_degree=28
[power by group through the flow]
stage	Sequential [mW]	Clock (mW)	Combinational [mW]
finish	12.2	9.98	2.04
global route	12.2	10.9	2.24
CTS	12.2	10.5	2.12
[sequential cells by signal, summed over array words and instances (netlist names)]
signal and count:
aluop 2, alusrc 1, branch_exout 1, imm_data_exout 64, instruction_id_exout 4, memread_exout 1
memtoreg_exout 1, memwrite_exout 1, pcid_exout 64, rd_ex 5, readdata1ex_out 64, readdata2ex_out 64
regwrite_exout 1, rs1_ex 5, rs2_ex 5
[synthesized netlist by cell type]
library cell,instances,area [µm²]
dfrtp_1,283,7080
inv_1,1,3.75
[cell families (layout without fill, tap and decap cells)]
family,Yosys count,in the layout,synth area share (%)
buffers and inverters,1,656,0.0529
other,0,1,0
DFF,283,283,99.9
[timing repair]
item                       in CTS  in global routing
hold endpoints to repair        8                  0
gates resized                 923                  0
setup endpoints to repair     283                283
gates cloned                    0                  0
hold buffers                    8                  0
[final timing paths]
kind | end | depth (start not counted) | from | slack (ns)
min | readdata2ex_out[1] | 1 | readdata2ex[1] | 0.06
max in group asynchronous | readdata1ex_out[19] | 4 | reset | 0.51
max | instruction_id_exout[3] | 1 | instruction_id_exout[3] | -0.27
min in group asynchronous | rd_ex[2] | 3 | reset | 0.08
[metrics by stage]
stage / util (%) / power (mW)
after floorplan: - / 12.4
after global placement: 17.8 / 15.0
after detailed placement: 17.8 / 15.0
after CTS: 17.2 / 24.8
after global routing: 17.2 / 25.3
final: 17.2 / 24.2
[routing by layer]
| layer | up-vias | share of wire (%) |
|---|---|---|
| met1 | 2397 | 31 |
| met3 | 37 | 14 |
| met4 | 2 | 3.5 |
| li1 | 2151 | - |
| met2 | 328 | 51 |
| met5 | - | 0.048 |
[cell type report]
| type | instances | area, µm² |
|---|---|---|
| Antenna cell | 1 | 2.50 |
| Clock buffer | 40 | 807 |
| Clock inverter | 12 | 78.8 |
| Fill cell | 8773 | 66900 |
| Inverter | 1 | 7.51 |
| Sequential cell | 283 | 7080 |
| Tap cell | 1060 | 1330 |
| Timing Repair Buffer | 603 | 4630 |
Power is estimated from default activity; no workload was simulated.
