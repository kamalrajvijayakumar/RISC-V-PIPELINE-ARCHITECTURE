==> design/flow/design.v <==
module alu(
  input wire [63:0] mux_1_out_alu_in,
  input wire [63:0] mux_ex_out_alu_in,
  input wire [3:0] ALUOp,
  output wire [63:0] Result,
  output wire zero
);
  wire [63:0] abar, bbar;
  wire [63:0] mux1out, mux2out;
  wire [63:0] andOut, orOut, sumOut;
  assign abar = ~mux_1_out_alu_in;
  assign bbar = ~mux_ex_out_alu_in;
  assign mux1out = (ALUOp[3]) ? abar : mux_1_out_alu_in;
  assign mux2out = (ALUOp[2]) ? bbar : mux_ex_out_alu_in;
  assign andOut = mux1out & mux2out;
  assign orOut  = mux1out | mux2out;
  assign sumOut = mux1out + mux2out;
  assign Result = (ALUOp[1:0] == 2'b00) ? andOut :
                  (ALUOp[1:0] == 2'b01) ? orOut :
                  (ALUOp[1:0] == 2'b10) ? sumOut :
                  64'd0;
  assign zero = (Result == 64'd0);
endmodule
==> design/flow/run.sh <==
#!/bin/bash
# OpenROAD 26Q1-2900-gdf79404cd8, Yosys 0.63+post, stock flow scripts
make -C /OpenROAD-flow-scripts/flow DESIGN_CONFIG=/design/flow/config.mk WORK_HOME=/design/flow/orfs finish
==> design/flow/config.mk <==
export PLATFORM = sky130hd
export DESIGN_NAME = alu
export DESIGN_NICKNAME = alu
export VERILOG_FILES = /design/flow/design.v
export SDC_FILE = /design/flow/constraint.sdc
export NUM_CORES = 4
export LEC_CHECK = 1
export CORE_UTILIZATION = 50
==> design/flow/constraint.sdc <==
current_design alu

set clk_period 27.2
set clk_io_pct 0.2

create_clock -name clk0 -period $clk_period

set non_clock_inputs [all_inputs -no_clocks]
set_input_delay [expr $clk_period * $clk_io_pct] -clock clk0 $non_clock_inputs
set_output_delay [expr $clk_period * $clk_io_pct] -clock clk0 [all_outputs]
==> flow_summary.yaml <==
# implementation run metrics
status:
  outcome: "finished, final reports clean"
floorplan:
  fp-row-count: 46
  die_h_um: 130
  fp.dieW_um: 130
  core-area_sq_um: 15900
  initial_core_util: 0.513
  io_pins: 197
  die-area_sq_um: 16900
routing:
  drt_first_pass_iters: 5
  antennaDiodeCount: 0
  antenna_left: 0
  routed_via_density: 5.83
  post_drt_wl_per_cell_um: 17.8
  num_vias: 9257
  dr.first_iter.drc_count: 599
  wl_mm: 28.3
  drc_errors: 0
synth:
  avgSynthCellArea_sq_um: 6.56
  synthSimpleGateAreaFrac: 0.209
  ys_top_logic_family: "AND-OR/OR-AND gates"
  fa_ha_area_frac: 0.198
  ys_sh_xor: 0.180
  synthAoiAreaFrac: 0.297
  mux_share: 0.00995
  netlist_area_sq_um: 8180
  ys_seq_share: 0
  ys_types: 76
  yosysWarnings: 0
  synthCells: 1247
  ys_area_sq_um: 8180
  ys_cells: 1247
placement:
  place_inst: 1588
  dp_hpwl_mm: 23.1
  port_buffers: 197
  gp_congestion: 1.05
  place_ws_ps: 10600
cells_and_area:
  clock_buffers: 0
  ff_count: 0
  drive_gt1_frac: 0.0284
  final_cells: 1588
  final_common_cell: "clkdlybuf4s50_1"
  fillCellCount: 1494
  logic_area_sq_um: 7310
  flop_area_sq_um: 0
  syn_to_final_growth_pct: 24.2
  final_cell_mix: "193 x clkdlybuf4s50_1, 148 x inv_1, 141 x xor2_1, 128 x ha_1, 105 x a21oi_1"
  final_util: 0.637
grt:
  grt_pass1_vias: 8426
  grt_pass1_wl_mm: 44.1
  antenna_found_initial: 1
  grt_max_degree: 62
  overflow: 0
  grt_usage: 0.336
critical_path:
  start_kind: "primary input"
  path_buffers: 3
  path_max_fanout: 38
  crit_type: "primary input to output port"
  cp_slowest_cell: "buf_4"
  path_common_cell: "buf_4"
  cp-end-kind: "output port"
  worstPathRequired_ps: 21760
  critical_path_cell_count: 17
  cp_slowest_stage_delay_ps: 600
  crit_family: "AND-OR/OR-AND gates"
  crit_arrival_ps: 11250
  crit_path_cell_trace: "buf_4 > buf_4 > xor2_1 > ha_1 > a21oi_1 > o21ai_1 > a21boi_1 > a2111oi_4 > o21ai_2 > a211oi_1 > or3b_2 > a2111oi_0 > or4b_1 > nor4_1 > nand4_1 > nor4b_2 > clkdlybuf4s50_1"
sta:
  slew-limit-headroom: 0.503
  layout_min_cycle_time_ps: 16690
  hold_viol_final: 0
  min_period_over_period: 0.614
  fin_setup_tns_ps: 0
  report.final.slew_viol_count: 0
  timing.final.ws_setup_ps: 10510
  rsz0062_at_grt: "false"
  holdWs_ps: 11900
  finalSetupViolCount: 0
  fmax_ghz: 0.0599
  worstMarginPinSlew_ps: 741
flow_run:
  drv_cap: 0
  warnings: 97
power_and_ir_drop:
  leakage_nw: 4.68
  ir_worst_vdd_mv: 0.0170
  p_per_area_nw_per_um2: 34.3
hold_path:
  min_to: "Result[8]"
  min_path_cells: 3
  hold_class: "primary input to output port"
  hp-start: "ALUOp[1]"
cts:
  ctsHoldBuffers: 0
  cts-resized-gates: 0
  cts_setup_buffers: 0
==> kinds of logic (layout without fill, tap and decap cells) <==
kind of cell	Yosys count	after routing
fa+ha+maj	129	129
simple gates	345	345
compound gates	369	369
mux	8	8
xor+xnor	168	168
buf+inv	228	353
==> worst min-delay path, delay by kind of cell <==
kind / cells / cell delay, ps
buffers and inverters: 2 / 740
AND-OR/OR-AND: 1 / 250
==> metal layers <==
layer / vias to the layer above / track usage / routed length, um
met2: 387 / 0.569 / 13200
met5: - / 0 / 17
met1: 4185 / 0.458 / 12300
li1: 4622 / - / -
met4: 2 / 0.105 / 908
met3: 61 / 0.0209 / 1790
==> area by class of cell <==
class / instances / area share
inverters: 149 / 0.0551
well taps: 216 / 0.0266
repair buffers: 204 / 0.198
multi-input cells: 1019 / 0.720
==> worst max path at each step <==
stage / startpoint / to / slack [ps]
4_1_cts: ALUOp[3] / zero / 10570
5_1_grt: ALUOp[3] / zero / 10010
6_report: ALUOp[3] / zero / 10510
==> power breakdown <==
group          internal (W)  switching [W]  total [W]
logic              0.000151       0.000198   0.000349
clock network             0              0          0
registers                 0              0          0
==> stage by stage <==
stage | power (W) | area (sq um)
global route | 0.000382 | 10200
floorplan | 0.000222 | 8180
CTS | 0.000343 | 10200
finish | 0.000349 | 10200
global placement | 0.000342 | 10200
detailed placement | 0.000341 | 10200
==> cells in the mapped netlist, types with 8 or more instances <==
master    count  area (sq um)
nor4_1       11          68.8
nor2_1       88           330
clkbuf_1     57           214
a31oi_1       9          56.3
nand3_1      21           105
nand2_1     105           394
nor3_1       14          70.1
inv_1       148           556
o22ai_1      27           169
a21oi_1     105           526
a211oi_1     12          90.1
ha_1        128          1600
o21ai_0      73           365
nand2b_1      8          50.1
and3_1        9          56.3
xnor2_1      27           236
nand4_1      40           250
o21bai_1     10          75.1
a21o_1       30           225
buf_1        12          45.0
xor2_1      141          1230
and2_1        9          56.3
o211ai_1     11          82.6
buf_2        10          50.1
Power figures rest on the tool's default switching activity, not on a simulated workload.
