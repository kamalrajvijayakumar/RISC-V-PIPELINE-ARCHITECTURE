==> flow/design.v <==
module memregister (
  input  wire        clk,
  input  wire        reset,
  input  wire [63:0] alu_result,
  input  wire [63:0] adder_ex_out,
  input  wire [63:0] mux_2_out,
  input  wire [4:0]  rd,
  input  wire        branch_exout,
  input  wire        memread_exout,
  input  wire        memtoreg_exout,
  input  wire        memwrite_exout,
  input  wire        regwrite_exout,
  input  wire        zero,
  output reg  [63:0] alu_result_memout,
  output reg  [63:0] adder_ex_out_mem_out,
  output reg  [63:0] mux_2_out_memout,
  output reg  [4:0]  rd_memout,
  output reg         branch_exout_memout,
  output reg         memread_exout_memout,
  output reg         memtoreg_exout_memout,
  output reg         memwrite_exout_memout,
  output reg         regwrite_exout_memout,
  output reg         zero_memout
);
  always @(posedge clk or posedge reset) begin
    if (reset) begin
      alu_result_memout         <= 64'b0;
      adder_ex_out_mem_out      <= 64'b0;
      mux_2_out_memout          <= 64'b0;
      rd_memout                 <= 5'b0;
      branch_exout_memout       <= 1'b0;
      memread_exout_memout      <= 1'b0;
      memtoreg_exout_memout     <= 1'b0;
      memwrite_exout_memout     <= 1'b0;
      regwrite_exout_memout     <= 1'b0;
      zero_memout               <= 1'b0;
    end else begin
      alu_result_memout         <= alu_result;
      adder_ex_out_mem_out      <= adder_ex_out;
      mux_2_out_memout          <= mux_2_out;
      rd_memout                 <= rd;
      branch_exout_memout       <= branch_exout;
      memread_exout_memout      <= memread_exout;
      memtoreg_exout_memout     <= memtoreg_exout;
      memwrite_exout_memout     <= memwrite_exout;
      regwrite_exout_memout     <= regwrite_exout;
      zero_memout               <= zero;
    end
  end
endmodule
==> flow/run.sh <==
#!/bin/bash
# OpenROAD 26Q1-2900-gdf79404cd8, Yosys 0.63+post, stock flow scripts
make -C /OpenROAD-flow-scripts/flow DESIGN_CONFIG=/design/flow/config.mk WORK_HOME=/design/flow/orfs finish
==> flow/config.mk <==
export PLATFORM = sky130hd
export DESIGN_NAME = memregister
export DESIGN_NICKNAME = memregister
export VERILOG_FILES = /design/flow/design.v
export SDC_FILE = /design/flow/constraint.sdc
export NUM_CORES = 4
export LEC_CHECK = 1
export CORE_AREA = 10 10 220 220
export DIE_AREA = 0 0 230 230
==> flow/constraint.sdc <==
current_design memregister

set clk_period 1.0
set clk_io_pct 0.2

create_clock -name clk0 -period $clk_period [get_ports {clk}]

set non_clock_inputs [all_inputs -no_clocks]
set_input_delay [expr $clk_period * $clk_io_pct] -clock clk0 $non_clock_inputs
set_output_delay [expr $clk_period * $clk_io_pct] -clock clk0 [all_outputs]
==> ci_impl_report.md <==
## PnR job results

| Metric | Value |
|---|---|
| Met1 Use GR | `7.93%` |
| Init Core Util | `11.7%` |
| # DRC | `0` |
| Worst Path Arrival | `1.02 ns` |
| Fin. Hold Viols | `0` |
| Antenna violations before repair | `2` |
| Tightest Pin Transition | `0.165 ns` |
| Yosys stat chip area | `5080 µm²` |
| # H-tree levels | `1` |
| Clk root buf | `clkbuf_16` |
| Fillers | `4600` |
| Row cnt | `76` |
| Worst path max stage delay | `0.38 ns` |
| Synthesized area | `5080 µm²` |
| Main logic family after synthesis | `buffers and inverters` |
| Global-route wire length before repair | `27.7 mm` |
| Stages on the worst setup path | `1` |
| Clock transition at path regs | `0.06 ns` |
| Mux frac, synth | `0%` |
| I/O Pins | `408` |
| Drt pass-1 iters | `4` |
| AND-OR/OR-AND Cells, Area Fraction | `0%` |
| Cts hold-fix bufs | `0` |
| Final min period | `1.22 ns` |
| Crit-path cells | `buf_2` |
| Final Util | `23.0%` |
| Most heavily used metal layer in global routing | `met2` |
| Synth Seq Share | `99.9%` |
| Log Warnings | `28` |
| Largest net degree at the start of global routing | `22` |
| Worst setup margin | `-0.225 ns` |
| Cells after Synth | `204` |
| Max Buffers Root-to-Sink | `3` |
| Cts bufs inserted | `22` |
| DP Wirelength | `15.5 mm` |
| Die width | `230 µm` |
| Layout cells sized above 1 | `39.1%` |
| Max-slew violations | `0` |
| Syn_area_per_cell | `24.9 µm²` |
| Total GRT Usage | `6.93%` |
| Core area | `43400 µm²` |
| Top Family by Delay on Critical Path | `flip-flops` |
| Worst IR drop on VDD | `0.00158 V` |
| Post-Layout Cell Count | `1261` |
| Yosys warnings | `1` |
| Logic area | `0 µm²` |
| CTS tree | `built` |
| Worst Path Class, Setup | `reg2out` |
| Lkg Pwr | `4.51 nW` |
| Vias | `3488` |
| Max FO, Critical Path | `1` |
| Mi-comb count | `0` |
| Worst min path class | `in2async` |
| Final ANT Viol Nets | `0` |
| Status | `finished with violations` |
| Slowest CP cell | `dfrtp_1` |
| Met2 Use GR | `10.9%` |
| DIE AREA | `52900 µm²` |
| Drt total wl | `19.0 mm` |
| Drt wl/cell | `15.1 µm` |
| Cell area leaders | `dfrtp_1 100%, inv_1 0.074%` |
| Vias in the first global route | `4088` |
| RSZ-0062 raised after global routing | `true` |
| Area delta synth->final | `96.4%` |
| Met3 global-route usage | `3.99%` |
| Total power per unit cell area | `1850 nW/µm²` |
| Slew HR | `89.0%` |
| Xor/xnor share | `0%` |
| # Cells Yosys | `204` |
| Distinct cell type count of the synthesized netlist | `2` |
| Adder-cell area share of the yosys netlist | `0%` |
| Buffers plus inverters on the worst setup path | `1` |
| Yosys simple share | `0%` |
| Top cell type by total area after synthesis | `dfrtp_1` |
| Total grt overflow | `0` |
| CP Launch Type | `flip-flop` |
| Max frequency | `0.817 GHz` |
| CTS Sinks | `203` |
| CP Capture Type | `output port` |
| Crit path DRT | `0.80 ns` |
| Port-buffer cells | `407` |
| Maxcap violations | `0` |
| DR vias/cell | `2.77` |
| Tcrit/Tclk final | `122%` |
| Ys flops | `203` |
| Die height | `230 µm` |
| Cell total after placement | `1221` |
| Violated checks | `negative setup slack` |
| Yosys top cell area share | `99.9%` |
| First DRT Iteration DRCs | `52` |
| Endpoints failing setup | `203` |
| Final Wtd Congestion | `0.814` |
## per-stage QoR
stage / power (mW) / worst slack [ns] / TNS, ns / hold WS (ns) / area [µm²]
2_1_floorplan: 8.90 / -1.83 / -371.55 / 0.231 / 5090
3_3_place_gp: 10.8 / -0.0320 / -0.165 / 0.620 / 10200
3_5_place_dp: 10.9 / -0.0439 / -0.162 / 0.618 / 10200
4_1_cts: 18.9 / -0.273 / -47.01 / 0.0368 / 9980
5_1_grt: 19.3 / -0.287 / -48.45 / 0.0649 / 9980
6_report: 18.4 / -0.225 / -36.70 / 0.0805 / 9980
## synthesized netlist by cell type
cell	instances
dfrtp_1	203
inv_1	1
## flip-flops by register name, indices dropped and copies added (netlist names)
signal	flops
mux_2_out_memout	64
rd_memout	5
memtoreg_exout_memout	1
adder_ex_out_mem_out	64
memwrite_exout_memout	1
alu_result_memout	64
regwrite_exout_memout	1
memread_exout_memout	1
branch_exout_memout	1
zero_memout	1
## area by class of cell
class / count / area (µm²) / share of cell area (%)
well taps: 585 / 732 / 7.33
clock buffers: 32 / 659 / 6.61
repair buffers: 432 / 3410 / 34.1
inverters: 1 / 7.51 / 0.0752
clock inverters: 7 / 92.6 / 0.928
flip-flops and latches: 203 / 5080 / 50.9
diodes: 1 / 2.50 / 0.0251
## kinds of logic after synthesis
logic type,count (synthesis)
buffers and inverters,1
flip-flops,203
## power breakdown
group	switching [mW]	internal, mW	total, mW
clock	3.14	5.08	8.21
combinational	0.427	1.08	1.51
sequential	0.0919	8.63	8.72
## what timing repair did
action	CTS	global route
setup endpoints to repair	203	203
setup buffers	0	0
gates cloned	0	0
resized	656	0
## cell usage in the layout (no fill, tap or decap)
cell,netlist,layout
diode_2,0,1
buf_12,0,13
clkinv_2,0,3
clkbuf_8,0,5
clkbuf_1,0,4
dfrtp_1,203,203
bufinv_16,0,2
clkinvlp_4,0,1
clkinv_4,0,2
buf_4,0,12
buf_2,0,203
clkdlybuf4s50_1,0,204
clkbuf_16,0,23
## worst paths after layout
check                                       end  slack (ns)           from
worst max-delay path               rd_memout[1]       -0.22   rd_memout[1]
worst min-delay path       mux_2_out_memout[13]        0.08          reset
min in group clk0          mux_2_out_memout[23]        0.12  mux_2_out[23]
max in group asynchronous  mux_2_out_memout[57]        0.54          reset
## metal layers
layer / part of all wire, % / vias to the layer above
met2: 46 / 258
met4: 3.2 / 2
met3: 14 / 29
met5: 0.068 / -
met1: 37 / 1651
li1: - / 1548
Power is estimated from default activity; no workload was simulated.
